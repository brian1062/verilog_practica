**flow/design.v**
```verilog
module count
#(   
    parameter NB_SW = 3 ,
    parameter NB_COUNTER =32
)
(
    output                  o_valid,  
    input [NB_SW -1 : 0]    i_sw,
    input                   i_reset,
    input                   clock
);
    localparam R0 = (2**(NB_COUNTER-10))-1;
    localparam R1 = (2**(NB_COUNTER-11))-1;
    localparam R2 = (2**(NB_COUNTER-12))-1;
    localparam R3 = (2**(NB_COUNTER-13))-1; 
    reg [NB_COUNTER -1 :0] counter;
    reg                     valid;
    wire [NB_COUNTER -1 :0] limit_counter;
    assign limit_counter = (i_sw[2:1]==2'b00)? R0 : 
                           (i_sw[2:1]==2'b01)? R1 :
                           (i_sw[2:1]==2'b10)? R2 : R3;
    always @(posedge clock or posedge i_reset) begin
        if(i_reset) begin
            counter <=  {NB_COUNTER{1'b0}}; 
            valid <= 1'b0;
        end
        else if (i_sw[0])begin
            if(counter >= limit_counter) begin
                counter <= {NB_COUNTER{1'b0}};
                valid <= 1'b1;
            end
            else begin 
                counter <= counter + {{NB_COUNTER-1{1'b0}},1'b1};
                valid <= 1'b0;
            end
        end
        else begin 
            counter <= counter;
            valid <= valid;
        end
    end
    assign o_valid = valid;
endmodule
```
**flow/run.sh**
```bash
#!/bin/bash
# OpenROAD 26Q1-2900-gdf79404cd8, Yosys 0.63+post, stock flow scripts
make -C /OpenROAD-flow-scripts/flow DESIGN_CONFIG=/design/flow/config.mk WORK_HOME=/design/flow/orfs finish
```
**flow/config.mk**
```make
export PLATFORM = sky130hd
export DESIGN_NAME = count
export DESIGN_NICKNAME = count
export VERILOG_FILES = /design/flow/design.v
export SDC_FILE = /design/flow/constraint.sdc
export NUM_CORES = 4
export LEC_CHECK = 1
export CORE_UTILIZATION = 40
```
**flow/constraint.sdc**
```tcl
current_design count

set clk_period 3.1
set clk_io_pct 0.2

create_clock -name clk0 -period $clk_period [get_ports {clock}]

set non_clock_inputs [all_inputs -no_clocks]
set_input_delay [expr $clk_period * $clk_io_pct] -clock clk0 $non_clock_inputs
set_output_delay [expr $clk_period * $clk_io_pct] -clock clk0 [all_outputs]
```
==> flow_summary_export.csv <==
group,metric,value,unit
status,status,"finished clean",
final_timing,finalSetupTns,0,ns
pwr,leakagePower,0.000876,uW
setup_path,arrival,2.69,ns
logic_synthesis,seq_area_frac_synth,0.454,
die,die_w,69.5,um
worst_hold_path,hp-start,"valid",
final_timing,fmaxAchievable,0.390,GHz
setup_path,crit_path_max_fanout,33,
setup_path,setup.worst_path.end_class,"flop",
routing,drtAntennaViolNets,0,
clocking,htreeDepth,2,
clocking,hold_buffers,0,
die,rows,24,
routing,drt-total-wl,3.85,mm
setup_path,rr_worst_depth,4,
die,core_area,4350,um^2
clocking,cts_buffer_depth,2,
global_route,grt_pass1_vias,1444,
job,warning_count,25,
clocking,path_clk_slew,0.07,ns
global_route,grt_use_total,0.178,
cells_and_area,design_area,2020,um^2
pwr,power_density,466,nW/um^2
cells_and_area,fill_cells,390,
setup_path,worstReg2RegStart,"counter[3]",
job,max_cap_violations,0,
logic_synthesis,ys.flops,33,
clocking,cts_resized,0,
final_timing,period_used_share,0.827,
setup_path,worst-setup-path-type,"in2reg",
final_timing,period_needed,2.56,ns
pwr,vdd_drop_max,0.169,mV
logic_synthesis,ys_area,1820,um^2
final_timing,relSlewSlack,0.464,
setup_path,worstPathRequired,3.23,ns
worst_hold_path,whs_endpoint,"valid",
cells_and_area,stdcell_count,245,
setup_path,rrSetupSlack,0.81,ns
final_timing,worst_slew_pin_slew,0.802,ns
final_timing,finalHoldViolCount,0,
worst_hold_path,hold_depth,1,
cells_and_area,final_util,0.465,
logic_synthesis,yosysCellCount,186,
logic_synthesis,syn-mean-instance-area,9.79,um^2
logic_synthesis,synth_area,1820,um^2
routing,via_per_inst,6.16,
final_timing,setup_violations,0,
placement,portBuffers,5,
clocking,cts_made_buffers,5,
die,boundaryPins,6,
final_timing,rsz0062_at_grt,"no",
clocking,clock-sinks,33,
routing,remaining_drc_errors,0,
placement,gp_congestion,0.841,
routing,first_iter_violations,82,
die,die_h,69.5,um
clocking,clock_latency,0.28,ns
pwr,power,944,uW
worst_hold_path,hold_path_class,"reg2reg",
logic_synthesis,yosys_most_used_dff,"dfrtp_1",
clocking,cts_root_buffer,"clkbuf_8",
final_timing,drv_slew,0,
setup_path,reg2reg_to,"counter[13]",
die,die_area,4820,um^2
logic_synthesis,syn_inst,186,
global_route,antenna_found_initial,0,
logic_synthesis,ys_types,39,
routing,route.vias.total,1508,
placement,place_hpwl,2.55,mm
routing,n_antenna_cell,0,
clocking,cts_tree,"yes",
routing,wl_per_cell,15.7,um
logic_synthesis,async_flop_share,1.00,
logic_synthesis,edf_count,0,
setup_path,startpoint_type,"input port",
global_route,overflow,0,
final_timing,clock-skew-final,0.00492,ns
global_route,grt_pass1_wl,6.76,mm
placement,dpl_cell_area,1920,um^2
routing,drtPass1Iterations,4,
placement,placed_cells,237,
cells_and_area,layout-drive-gt1-share,0.104,
logic_synthesis,ys_warn_count,1,
cells_and_area,syn2layout_area_growth,11.2,%
global_route,grt_max_degree,34,
die,fp-utilization,0.418,
clocking,cts_setup_buffers,0,
logic make-up (layout without fill, tap and decap cells):
logic type,Yosys count,count (layout),synth area share
AND/OR/NAND/NOR,67,67,0.228
AND-OR/OR-AND,55,55,0.203
flip-flops,33,33,0.454
buffers and inverters,17,24,0.0378
XOR/XNOR,9,9,0.0433
adder cells (fa/ha/maj),4,4,0.0275
multiplexers,1,1,0.00619
worst max path at each step:
stage | start | end | slack (ns) | depth (start not counted)
final | i_sw[2] | counter[13] | 0.54 | 6
after global routing | i_sw[2] | counter[17] | 0.39 | 6
after CTS | i_sw[0] | counter[18] | 0.53 | 5
power breakdown:
| group | internal (uW) | leakage (uW) | total (uW) | switching, uW |
|---|---|---|---|---|
| registers | 456 | 0.000454 | 489 | 32.5 |
| clock network | 201 | 0.0000542 | 355 | 155 |
| logic | 44.2 | 0.000367 | 100 | 55.8 |
Yosys cell counts, types with 6 or more instances:
master	count	area share
o21ai_0	7	0.019
a31oi_1	6	0.021
nand4_1	11	0.038
a22oi_1	8	0.033
nand2_1	8	0.016
a21oi_1	18	0.049
inv_1	7	0.014
clkbuf_1	6	0.012
nand3_1	6	0.016
and4_1	6	0.029
and3_1	6	0.021
dfrtp_1	33	0.45
state kept, by name (all words and copies together) (netlist names):
name     flops
counter     32
valid        1
critical path, cell delays in order:
cell and delay [ns]:
clkdlybuf4s50_1 0.43, or2_2 0.30, ha_1 0.30, nand4_1 0.14, o21bai_4 0.69, a22oi_1 0.20
cell usage in the layout, fill, tap and decap left out, types with 7 or more instances in the layout:
| master | synthesis | routed |
|---|---|---|
| nand4_1 | 11 | 11 |
| nand2_1 | 8 | 8 |
| inv_1 | 7 | 7 |
| a21oi_1 | 18 | 18 |
| dfrtp_1 | 33 | 33 |
| o21ai_0 | 7 | 7 |
| clkbuf_8 | 0 | 7 |
| a22oi_1 | 8 | 8 |
per-stage QoR:
| stage | hold slack [ns] | setup slack [ns] |
|---|---|---|
| after floorplan | 0.455 | 1.08 |
| after global placement | 0.495 | 0.253 |
| after detailed placement | 0.497 | 0.238 |
| after CTS | 0.512 | 0.535 |
| after global routing | 0.557 | 0.394 |
| final | 0.509 | 0.537 |
area by class of cell:
cell class	count	area [um^2]	area share
flip-flops and latches	33	826	0.408
clock inverters	1	5.00	0.00247
well taps	52	65.1	0.0321
multi-input cells	136	926	0.457
repair buffers	9	80.1	0.0396
inverters	7	26.3	0.0130
clock buffers	7	96.3	0.0476
per-layer routing:
metal / GRT usage / wire, um / vias up
met5: 0 / 0 / -
li1: - / - / 737
met2: 0.266 / 1720 / 19
met3: 0.0398 / 144 / 5
met4: 0.0227 / 53 / 0
met1: 0.282 / 1930 / 747
No activity file was given, so power comes from the tool's default toggle rates.
