File: flow/run.sh
#!/bin/bash
# OpenROAD 26Q1-2900-gdf79404cd8, Yosys 0.63+post, stock flow scripts
make -C /OpenROAD-flow-scripts/flow DESIGN_CONFIG=/design/flow/config.mk WORK_HOME=/design/flow/orfs finish
File: flow/config.mk
export PLATFORM = sky130hd
export DESIGN_NAME = shiftreg2led
export DESIGN_NICKNAME = shiftreg2led
export VERILOG_FILES = /design/flow/design.v
export SDC_FILE = /design/flow/constraint.sdc
export NUM_CORES = 4
export LEC_CHECK = 1
export CORE_AREA = 10 10 70 70
export DIE_AREA = 0 0 80 80
File: flow/constraint.sdc
current_design shiftreg2led

set clk_period 1.2
set clk_io_pct 0.2

create_clock -name clk0 -period $clk_period [get_ports {clock}]

set non_clock_inputs [all_inputs -no_clocks]
set_input_delay [expr $clk_period * $clk_io_pct] -clock clk0 $non_clock_inputs
set_output_delay [expr $clk_period * $clk_io_pct] -clock clk0 [all_outputs]
File: flow/design.v
module shiftreg2led
#(
    parameter NB_LEDS = 4
)
(
    output [NB_LEDS-1 :0]   o_led,
    input                   i_valid,  
    input                   i_reverse,  
    input                   i_reset,
    input                   clock
);
    localparam o_1 = 4'b1001;
    localparam o_2 = 4'b0110;
    localparam o_3 = 4'b0000;
    reg [NB_LEDS-1 :0] shiftregisters;
    integer ptr;
    always @(posedge clock or posedge i_reset) begin
        if(i_reset)begin 
            shiftregisters <= o_3; 
        end 
        else if (i_valid)begin
            if(~i_reverse)begin    
                shiftregisters <= (shiftregisters== o_3) ?  o_1 :
                                  (shiftregisters== o_1) ?  o_2 :
                                                            o_3 ;
            end
            else begin
                shiftregisters <= (shiftregisters== o_3) ?  o_2 :
                                  (shiftregisters== o_2) ?  o_1 :
                                                            o_3 ;
            end
        end
        else begin 
            shiftregisters <= shiftregisters;
        end       
    end
    assign o_led = shiftregisters;
endmodule
==> GITHUB_STEP_SUMMARY <==
### Yosys + OpenROAD results

| Metric | Value |
|---|---|
| Count of final setup violators | `0` |
| Drt drc | `0` |
| Die Size | `6400 um2` |
| Req. time, crit path | `0.96 ns` |
| Die height | `~80 um` |
| Yosys top cell area share | `slightly above 40%` |
| Fmax | `926 MHz` |
| Synth area leader | `dfrtp_1` |
| RR Endpoint | `shiftregisters[0]$_DFFE_PP0P_` |
| Largest registers | `shiftregisters: 2 flops` |
| Post-Layout Cell Count | `69` |
| Top reg by flops | `shiftregisters` |
| Ant diodes | `0` |
| CTS tree | `done` |
| Crit-path max FO | `3` |
| Leak | `approximately 0.11 nW` |
| I/O Pins | `8` |
| CP Cell Sequence | `dlygate4sd2_1` |
| Total negative slack | `0 ns` |
| WP buf/inv | `1` |
| Area Growth Syn to Fin | `118%` |
| Yosys stat chip area | `between 100 and 150 um2` |
| DP Area | `around 240 um2` |
| Crit path from | `shiftregisters[0]$_DFFE_PP0P_` |
| Peak supply drop | `between 0.2 and 0.3 mV` |
| Cts bufs inserted | `3` |
| Max-slew violation count | `0` |
| Vias in the first global route | `~160` |
| Initial antenna violation count | `0` |
| Max-cap viol count | `0` |
| Post-Route WL | `405 um` |
| Std-Cell Core Area | `3420 um2` |
| Final core utilization | `under 10%` |
| Clock-pin slew on the worst setup and hold paths | `0.03 ns` |
| R2R Path Start | `shiftregisters[0]$_DFFE_PP0P_` |
| Cell Area, Synth | `123 um2` |
| Fin area | `268 um2` |
| GPL Wtd Cong | `0.665` |
| Fraction of layout cells with a size suffix above 1 | `roughly 22%` |
| Final clock skew | `about 0.0016 ns` |
| Congestion Overflow GR | `0` |
| Clock share of power | `about 30%` |
| Avg Synthesized Cell Area | `9.43 um2` |
| Mapped Cells | `13` |
| Cell variety after synth | `9` |
| DR iter-0 viols | `2` |
| Kind of critical path | `flop to output pin` |
| CP delay by family, top | `flip-flops` |
| Core Util at FP | `3.59%` |
| First-pass GRT wire length | `627 um` |
| Tool Warnings | `25` |
| Synth top area cells | `dfrtp_1 41%, nand2b_1 15%, buf_4 12%` |
| # Cells Yosys | `13` |
| Register-to-Register Path Depth | `3` |
| Combinational fraction of design power | `between 40% and 50%` |
| Status | `finished clean` |
| CTS Hold Buffers Added | `0` |
| Site Rows | `21` |
| Seq/Total Area, Yosys | `40.8%` |
| Placed cells | `65` |
| Clk root buf | `clkbuf_4` |
| Vias per Instance | `about 1.7` |
| Via count | `about 120` |
| # clock sinks | `2` |
| Hold Fails Final Rpt | `0` |
| Final period util | `between 80% and 90%` |
| Startpoint Class | `flop` |
| Sw frac | `between 20% and 30%` |
| P_int | `~0.37 mW` |
| Crit-path slowest cell | `dfrtp_1` |
| Cell Pwr Density | `roughly 1800 nW/um2` |
| Max transition margin | `around nine tenths` |
| CP max stage delay | `about 0.37 ns` |
| Die width | `80 um` |
| Flop pwr share | `about a quarter` |
| Tightest Pin Transition | `between 0.1 and 0.15 ns` |
| CP arrival | `approximately 0.84 ns` |
| Final min period | `between 1 and 1.5 ns` |
| Hold Crit Class | `primary input to async pin` |
| IO Port Bufs | `7` |
| First-pass DRT Iterations | `2` |
| Switching pwr | `0.127 mW` |
| FF+latch count, synth | `2` |
| Crit end category | `output pin` |
| Largest net degree at the start of global routing | `5` |
| Max clock buf depth | `2` |
| CTS H-Tree Depth | `1` |
| Insertion delay at the late pin of the worst-skew pair | `between 0.2 and 0.25 ns` |
| Synth warnings | `1` |
| RSZ-0062 raised after global routing | `false` |
| Routed WL per cell | `5.87 um` |
| Max reg flops | `2` |
| Number of routed nets with antenna violations | `0` |
| Total global-route track usage | `around 1.4%` |
| Register-to-register setup slack | `0.29 ns` |
## logic make-up after synthesis
kind of cell	count (synthesis)	share of synthesized area, %
and+or+nand+nor	4	21.4
DFF	2	40.8
xor gates and xnor gates	2	14.3
AOI/OAI and AO/OA	2	8.16
buffers and inverters	3	15.3
## Yosys cell counts (all sizes together)
cell type	n
inv	1
xnor2	1
dfrtp	2
or2b	1
o21ai	2
nand2b	3
xor2	1
buf	2
## metrics by stage
stage                     setup slack (ns)  power (mW)  hold slack [ns]
after CTS                         0.000862       0.547            0.167
final                                0.120       0.493            0.180
after floorplan                      0.425       0.231          -0.0188
after global placement              0.0562       0.362            0.406
after detailed placement            0.0387       0.370            0.402
after global routing                0.0611       0.552            0.179
## placed cells by master (no fill, tap or decap), drive strengths merged
cell and count:
nand2b 3, or2b 1, dfrtp 2, dlygate4sd2 4, xor2 1, inv 1, buf 2, o21ai 2
clkdlybuf4s50 3, xnor2 1, clkbuf 3
## layout make-up
type | instances | area [um2]
timing repair buffer | 9 | 80.1
sequential | 2 | 50.0
clock buffer | 3 | 22.5
tap | 46 | 57.6
inverter | 1 | 3.75
multi-input combinational | 8 | 53.8
fill | 408 | 3150
## worst max path at each step
stage	to	depth (start not counted)
final	o_led[3]	1
after global routing	o_led[3]	1
after CTS	o_led[3]	2
## per-layer routing
layer | global-route usage, % | vias up | share of wire [%]
li1 | - | 61 | -
met1 | 0.863 | 52 | 28
met2 | 1.85 | 7 | 37
met3 | 2.50 | 0 | 35
met4 | 0.704 | 0 | 0
met5 | 0 | - | 0
## power by group through the flow
stage	clock, mW	sequential [mW]	combinational, mW
finish	0.147	0.123	0.223
global route	0.171	0.133	0.249
CTS	0.159	0.123	0.265
## what timing repair did
action	CTS	global route
endpoints found under the setup margin	4	1
resized	5	0
buffers inserted	2	0
pin swaps	0	0
cloned	0	0
Power is estimated from default activity; no workload was simulated.
